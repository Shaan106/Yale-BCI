--- design/flow/run.sh ---
#!/bin/bash
# OpenROAD 26Q1-2900-gdf79404cd8, Yosys 0.63+post, stock flow scripts
make -C /OpenROAD-flow-scripts/flow DESIGN_CONFIG=/design/flow/config.mk WORK_HOME=/design/flow/orfs finish
--- design/flow/config.mk ---
export PLATFORM = sky130hd
export DESIGN_NAME = sine_lut
export DESIGN_NICKNAME = sine_lut
export VERILOG_FILES = /design/flow/design.v
export SDC_FILE = /design/flow/constraint.sdc
export NUM_CORES = 4
export LEC_CHECK = 1
export CORE_UTILIZATION = 40
--- design/flow/constraint.sdc ---
current_design sine_lut

set clk_period 5.3
set clk_io_pct 0.2

create_clock -name clk0 -period $clk_period

set non_clock_inputs [all_inputs -no_clocks]
set_input_delay [expr $clk_period * $clk_io_pct] -clock clk0 $non_clock_inputs
set_output_delay [expr $clk_period * $clk_io_pct] -clock clk0 [all_outputs]
--- design/flow/design.v ---
module sine_lut (
    input [7:0] index,
    output reg [15:0] sin_value  
);
    reg [15:0] lut [0:255];
    initial begin
        lut[0] = 0;
        lut[1] = 804;
        lut[2] = 1607;
        lut[3] = 2410;
        lut[4] = 3211;
        lut[5] = 4011;
        lut[6] = 4807;
        lut[7] = 5601;
        lut[8] = 6392;
        lut[9] = 7179;
        lut[10] = 7961;
        lut[11] = 8739;
        lut[12] = 9511;
        lut[13] = 10278;
        lut[14] = 11038;
        lut[15] = 11792;
        lut[16] = 12539;
        lut[17] = 13278;
        lut[18] = 14009;
        lut[19] = 14732;
        lut[20] = 15446;
        lut[21] = 16150;
        lut[22] = 16845;
        lut[23] = 17530;
        lut[24] = 18204;
        lut[25] = 18867;
        lut[26] = 19519;
        lut[27] = 20159;
        lut[28] = 20787;
        lut[29] = 21402;
        lut[30] = 22004;
        lut[31] = 22594;
        lut[32] = 23169;
        lut[33] = 23731;
        lut[34] = 24278;
        lut[35] = 24811;
        lut[36] = 25329;
        lut[37] = 25831;
        lut[38] = 26318;
        lut[39] = 26789;
        lut[40] = 27244;
        lut[41] = 27683;
        lut[42] = 28105;
        lut[43] = 28510;
        lut[44] = 28897;
        lut[45] = 29268;
        lut[46] = 29621;
        lut[47] = 29955;
        lut[48] = 30272;
        lut[49] = 30571;
        lut[50] = 30851;
        lut[51] = 31113;
        lut[52] = 31356;
        lut[53] = 31580;
        lut[54] = 31785;
        lut[55] = 31970;
        lut[56] = 32137;
        lut[57] = 32284;
        lut[58] = 32412;
        lut[59] = 32520;
        lut[60] = 32609;
        lut[61] = 32678;
        lut[62] = 32727;
        lut[63] = 32757;
        lut[64] = 32767;
        lut[65] = 32757;
        lut[66] = 32727;
        lut[67] = 32678;
        lut[68] = 32609;
        lut[69] = 32520;
        lut[70] = 32412;
        lut[71] = 32284;
        lut[72] = 32137;
        lut[73] = 31970;
        lut[74] = 31785;
        lut[75] = 31580;
        lut[76] = 31356;
        lut[77] = 31113;
        lut[78] = 30851;
        lut[79] = 30571;
        lut[80] = 30272;
        lut[81] = 29955;
        lut[82] = 29621;
        lut[83] = 29268;
        lut[84] = 28897;
        lut[85] = 28510;
        lut[86] = 28105;
        lut[87] = 27683;
        lut[88] = 27244;
        lut[89] = 26789;
        lut[90] = 26318;
        lut[91] = 25831;
        lut[92] = 25329;
        lut[93] = 24811;
        lut[94] = 24278;
        lut[95] = 23731;
        lut[96] = 23169;
        lut[97] = 22594;
        lut[98] = 22004;
        lut[99] = 21402;
        lut[100] = 20787;
        lut[101] = 20159;
        lut[102] = 19519;
        lut[103] = 18867;
        lut[104] = 18204;
        lut[105] = 17530;
        lut[106] = 16845;
        lut[107] = 16150;
        lut[108] = 15446;
        lut[109] = 14732;
        lut[110] = 14009;
        lut[111] = 13278;
        lut[112] = 12539;
        lut[113] = 11792;
        lut[114] = 11038;
        lut[115] = 10278;
        lut[116] = 9511;
        lut[117] = 8739;
        lut[118] = 7961;
        lut[119] = 7179;
        lut[120] = 6392;
        lut[121] = 5601;
        lut[122] = 4807;
        lut[123] = 4011;
        lut[124] = 3211;
        lut[125] = 2410;
        lut[126] = 1607;
        lut[127] = 804;
        lut[128] = 0;
        lut[129] = -804;
        lut[130] = -1607;
        lut[131] = -2410;
        lut[132] = -3211;
        lut[133] = -4011;
        lut[134] = -4807;
        lut[135] = -5601;
        lut[136] = -6392;
        lut[137] = -7179;
        lut[138] = -7961;
        lut[139] = -8739;
        lut[140] = -9511;
        lut[141] = -10278;
        lut[142] = -11038;
        lut[143] = -11792;
        lut[144] = -12539;
        lut[145] = -13278;
        lut[146] = -14009;
        lut[147] = -14732;
        lut[148] = -15446;
        lut[149] = -16150;
        lut[150] = -16845;
        lut[151] = -17530;
        lut[152] = -18204;
        lut[153] = -18867;
        lut[154] = -19519;
        lut[155] = -20159;
        lut[156] = -20787;
        lut[157] = -21402;
        lut[158] = -22004;
        lut[159] = -22594;
        lut[160] = -23169;
        lut[161] = -23731;
        lut[162] = -24278;
        lut[163] = -24811;
        lut[164] = -25329;
        lut[165] = -25831;
        lut[166] = -26318;
        lut[167] = -26789;
        lut[168] = -27244;
        lut[169] = -27683;
        lut[170] = -28105;
        lut[171] = -28510;
        lut[172] = -28897;
        lut[173] = -29268;
        lut[174] = -29621;
        lut[175] = -29955;
        lut[176] = -30272;
        lut[177] = -30571;
        lut[178] = -30851;
        lut[179] = -31113;
        lut[180] = -31356;
        lut[181] = -31580;
        lut[182] = -31785;
        lut[183] = -31970;
        lut[184] = -32137;
        lut[185] = -32284;
        lut[186] = -32412;
        lut[187] = -32520;
        lut[188] = -32609;
        lut[189] = -32678;
        lut[190] = -32727;
        lut[191] = -32757;
        lut[192] = -32767;
        lut[193] = -32757;
        lut[194] = -32727;
        lut[195] = -32678;
        lut[196] = -32609;
        lut[197] = -32520;
        lut[198] = -32412;
        lut[199] = -32284;
        lut[200] = -32137;
        lut[201] = -31970;
        lut[202] = -31785;
        lut[203] = -31580;
        lut[204] = -31356;
        lut[205] = -31113;
        lut[206] = -30851;
        lut[207] = -30571;
        lut[208] = -30272;
        lut[209] = -29955;
        lut[210] = -29621;
        lut[211] = -29268;
        lut[212] = -28897;
        lut[213] = -28510;
        lut[214] = -28105;
        lut[215] = -27683;
        lut[216] = -27244;
        lut[217] = -26789;
        lut[218] = -26318;
        lut[219] = -25831;
        lut[220] = -25329;
        lut[221] = -24811;
        lut[222] = -24278;
        lut[223] = -23731;
        lut[224] = -23169;
        lut[225] = -22594;
        lut[226] = -22004;
        lut[227] = -21402;
        lut[228] = -20787;
        lut[229] = -20159;
        lut[230] = -19519;
        lut[231] = -18867;
        lut[232] = -18204;
        lut[233] = -17530;
        lut[234] = -16845;
        lut[235] = -16150;
        lut[236] = -15446;
        lut[237] = -14732;
        lut[238] = -14009;
        lut[239] = -13278;
        lut[240] = -12539;
        lut[241] = -11792;
        lut[242] = -11038;
        lut[243] = -10278;
        lut[244] = -9511;
        lut[245] = -8739;
        lut[246] = -7961;
        lut[247] = -7179;
        lut[248] = -6392;
        lut[249] = -5601;
        lut[250] = -4807;
        lut[251] = -4011;
        lut[252] = -3211;
        lut[253] = -2410;
        lut[254] = -1607;
        lut[255] = -804;
    end
    always @(index) begin
        sin_value = lut[index];
    end
endmodule
==> impl_metrics.yaml <==
# yosys + openroad results
power_and_ir_drop:
  vdd_drop_max_v: 0.000103
  total_leakage_power_nw: 1.80
  power.total_mw: 0.563
  power_density_nw_per_um2: 112
final_layout:
  ff_count: 0
  fin_area_um2: 5030
  flop_area_um2: 0
  clkbuf_count: 0
  area_delta_synth_final_pct: 9.83
  utilization_pct: 45.8
  drive_above_1_share_pct: 12.7
global_route:
  grt_overflow: 0
  grt_use_met2_pct: 64.0
  grt_pass1_wl_um: 39200
  track_usage_pct: 46.4
  grt_max_degree: 99
  gr-usage-met3_pct: 19.4
  met1_usage_pct: 61.3
  antenna_found_initial: 0
  grt_pass1_vias: 5981
  grt.busiest_layer: "met2"
floorplanning:
  core_um2: 11000
  io_pins: 24
  core.rowCount: 38
  die-area_um2: 11900
  die_h_um: 109
  initCoreUtil_pct: 41.7
  die-width_um: 109
place:
  hpwlAfterDp_um: 19300
  pre_cts_slack_ps: 171
  gp_congestion: 1.18
  io_buffer_count: 24
  placed_cell_area_um2: 5020
sta:
  setup_violations: 0
  worst_slew_pin_slew_ps: 969
  finalWorstSetupSlack_ps: 92.9
  hold_viol: 0
  min_period_ps: 5210
  max_freq_ghz: 0.192
  slew_headroom_pct: 35.1
  fin_crit_sh_pct: 98.2
  maxSlewViolCount: 0
  rsz0062_at_grt: "false"
  final.setup.tns_ps: 0
routing:
  drc_errors: 0
  drt_wl_total_um: 26800
  first_pass_iters: 9
  vias: 6782
  via_per_inst: 7.65
  wire_per_inst_um: 30.2
  drtIter0Drc: 1289
  antenna_left: 0
  num_antenna_cells: 0
critical_path:
  endpoint_kind: "primary output"
  cp-startpoint: "index[0]"
  worstSetupStartpointType: "input pin"
  crit_type: "in2out"
  critPathMaxFanout: 10
  cp.arrival_ps: 4150
  critPathRequiredTime_ps: 4240
status:
  outcome: "finished, final reports clean"
synth:
  ys_chip_area_um2: 4580
  ys_cells: 748
  ys_seq_share_pct: 0
  synth.avg_cell_area_um2: 6.13
  syn-instance-count: 748
  yosys_warnings: 1
  synth_cell_types: 79
  synth_area_um2: 4580
min_path:
  hold_path.class: "in2out"
  hold_start: "index[5]"
clocking:
  postCtsSetupRepairBufs: 0
flow_run:
  tool_warnings: 53
  max_cap_viol_count: 0
==> where the power goes <==
part / internal (mW) / switching (mW)
clock network: 0 / 0
registers: 0 / 0
logic: 0.201 / 0.362
total: 0.201 / 0.362
==> repair_timing <==
| item | CTS | global route |
|---|---|---|
| hold buffers | 0 | 0 |
| gates resized | 0 | 5 |
| setup endpoints to repair | 0 | 4 |
==> per-stage QoR <==
stage	hold WS [ps]	cells
CTS	2960	887
finish	2970	887
global placement	2960	887
detailed placement	2960	887
floorplan	2280	748
global route	3000	887
==> routing by layer <==
| metal | share of wire (%) | up-vias |
|---|---|---|
| li1 | - | 2858 |
| met1 | 35 | 3027 |
| met5 | 0.14 | - |
| met2 | 39 | 728 |
| met4 | 7.5 | 2 |
| met3 | 18 | 167 |
==> Yosys cell counts, drive strengths merged, types with 3 or more instances <==
master / count / share of area (%)
a221oi: 9 / 2.0
o21ai: 83 / 9.1
nand3b: 3 / 0.49
nand3: 22 / 2.4
clkbuf: 28 / 2.3
nor4: 5 / 0.68
a2111oi: 5 / 1.4
a21o: 4 / 0.66
and2: 5 / 0.68
nor3: 29 / 3.3
and3: 5 / 0.68
o211ai: 31 / 5.1
or3: 8 / 1.1
or2: 6 / 0.82
o31a: 3 / 0.57
a311o: 3 / 0.66
buf: 56 / 8.0
nand2b: 34 / 4.7
nor2: 63 / 5.3
o311ai: 14 / 2.7
a311oi: 15 / 3.0
nor2b: 20 / 2.7
inv: 10 / 0.82
a21oi: 80 / 8.7
a31oi: 27 / 3.8
a211oi: 17 / 2.8
o211a: 3 / 0.66
ha: 25 / 6.8
o32ai: 4 / 0.76
o22ai: 8 / 1.1
o31ai: 9 / 1.5
a22oi: 3 / 0.60
and2b: 5 / 0.85
nand2: 68 / 5.6
nor3b: 5 / 0.93
a21boi: 4 / 0.66
==> cell type report <==
class | instances | area, um^2
fill | 1167 | 5950
timing repair buffer | 83 | 731
inverter | 11 | 41.3
multi-input combinational | 653 | 4090
tap | 140 | 175
==> critical path, stage by stage <==
cell and delay, ps:
clkdlybuf4s50_1 460, inv_1 100, buf_4 230, ha_1 540, nand2_1 300, a21oi_1 260, o21ai_0 170, a311oi_1 290
a21oi_1 70, a2bb2oi_1 170, clkdlybuf4s50_1 480
==> placed cells by master, fill, tap and decap left out, types with 5 or more instances in the layout <==
master           count
a21oi_1             80
o21ai_0             75
nand2_1             67
nor2_1              60
buf_4               56
nand2b_1            33
o211ai_1            31
nor3_1              28
a31oi_1             26
nand3_1             22
ha_1                22
clkdlybuf4s50_1     20
nor2b_1             19
a211oi_1            17
a311oi_1            13
o31ai_1              9
o311ai_0             9
or3_1                8
o22ai_1              8
inv_1                8
o21ai_1              7
a221oi_1             7
o311ai_1             5
or2_2                5
and2_1               5
and3_1               5
nor4_1               5
buf_12               5
==> worst paths after layout <==
path | end | depth (start not counted)
setup / recovery | sin_value[8] | 11
hold / removal | sin_value[5] | 4
==> logic make-up (layout without fill, tap and decap cells) <==
group | after synthesis | count (layout) | share of synthesized area, %
AND-OR/OR-AND | 340 | 340 | 49.3
AND/OR/NAND/NOR | 286 | 286 | 31.7
buffers and inverters | 95 | 94 | 11.2
adder cells (fa/ha/maj) | 25 | 25 | 6.83
multiplexers | 2 | 2 | 0.983
Power and IR drop assume default switching activity.
